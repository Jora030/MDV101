<file path="./run.sh">
#!/bin/bash
# OpenROAD 26Q1-2900-gdf79404cd8, Yosys 0.63+post, stock flow scripts
make -C /OpenROAD-flow-scripts/flow DESIGN_CONFIG=/design/flow/config.mk WORK_HOME=/design/flow/orfs finish
</file>
<file path="./config.mk">
export PLATFORM = sky130hd
export DESIGN_NAME = lsu
export DESIGN_NICKNAME = lsu
export VERILOG_FILES = /design/flow/design.v
export SDC_FILE = /design/flow/constraint.sdc
export NUM_CORES = 4
export LEC_CHECK = 1
export CORE_UTILIZATION = 40
</file>
<file path="./constraint.sdc">
current_design lsu

set clk_period 7.8
set clk_io_pct 0.2

create_clock -name clk0 -period $clk_period [get_ports {clk}]

set non_clock_inputs [all_inputs -no_clocks]
set_input_delay [expr $clk_period * $clk_io_pct] -clock clk0 $non_clock_inputs
set_output_delay [expr $clk_period * $clk_io_pct] -clock clk0 [all_outputs]
</file>
<file path="./design.v">
module lsu (
    input  logic clk,
    input  logic reset,
    input  logic mem_write,
    input  logic enable,
    input  logic [15:0] addr,
    input  logic [15:0] write_data,
    output logic [15:0] read_data
);
    logic [15:0] mem [0:255];
    always_ff @(posedge clk or posedge reset) begin
        if (reset) begin
            for (int i = 0; i < 256; i++) mem[i] <= 16'h0000;
        end else if (enable && mem_write) begin
            mem[addr[7:0]] <= write_data;
        end
    end
    always_comb begin
        if (enable && !mem_write)
            read_data = mem[addr[7:0]];
        else
            read_data = 16'h0000;
    end
endmodule
</file>
==> reports/metrics.sh <==
YOSYS-STAT-CELLS=13840
GRT_PASS1_WL_UM=1628000
NUM_ROWS=247
CTS.CLK_SLEW.WORST_PATHS_NS=0.06
TOTALNEGATIVESETUPSLACK_NS=-1.352
GRT_ANTENNA_BEFORE_REPAIR=284
WHS_NS=0.4942
SLEW_VIOLATIONS=5
VIOLATIONS_IN_THE_FINAL_REPORTS='antenna violations, max-capacitance violations, max-slew violations, negative setup slack'
WORST_SETUP_PATH_START_KIND='input pin'
WORST_SLACK_NS=-0.2305
MAX_FREQ_MHz=124.5
WORST-R2R-SETUP-SLACK_NS=6.53
IO_PINS=52
WORST_PIN_SLEW_NS=1.506
DP_WORST_SETUP_SLACK_NS=-0.8487
SYNTH_TOP_FLOP_CELL='sky130_fd_sc_hd__dfrtp_1'
AREA_GROWTH_PCT=20.29
BIGGESTREGSBYFLOPS='mem (4096)'
PLACEABLECOREAREA_UM2=453100
POST_SYNTHESIS_SIMPLE_GATE_AREA_FRACTION_PCT=6.730
CLOCK-ROOT-BUFFER='sky130_fd_sc_hd__clkbuf_16'
TRITONCTS_CLOCK_TREE='yes'
SETUP_VIOL=13
YOSYS.STAT.SEQSHARE_PCT=56.25
POWER.DENSITY_CELL_AREA_nW_PER_UM2=217.2
HTREEDEPTH=5
SLEW_HEADROOM_PCT=-0.9401
GRT_OVERFLOW=0
FP.DIEW_UM=677.0
POST_SYNTH_EDFFS=0
CRITICAL_PATH_ARRIVAL_NS=6.47
TOTAL_LEAKAGE_POWER_nW=105.8
HEIGHT_OF_THE_CHIP_UM=677.0
CTS_HOLD_REPAIR.BUFFERS=0
PLACE_HPWL_UM=904600
REGTOREGENDPOINT='mem[26][5]'
YS_TYPES=76
SYNTHESIS.AREA_PER_INSTANCE_UM2=13.17
CTS_SINKS=4096
GP_CONGESTION=1.095
XOR_AREA_SHARE_PCT=0.009613
SYN-INSTANCE-COUNT=13840
FINAL.SETUP_SKEW_NS=0
LAYOUT_TOP_CELL='sky130_fd_sc_hd__dfrtp_1'
WORST_HOLD_PATH_TYPE='reg -> reg'
INITIAL_CORE_UTIL_PCT=40.22
ROUTED_WL_UM=1297000
ROUTED-VIA-COUNT=155800
LOG.WARNING_COUNT=135
OUTCOME='finished with violations'
POST_DRT_VIA_CELL_RATIO=7.258
GRT_USAGE_PCT=58.72
DIE_AREA_UM2=458300
YOSYS_WARNINGS=2
FINAL_LAYOUT_TOP_LOGIC_CELLS='sky130_fd_sc_hd__dfrtp_1, sky130_fd_sc_hd__mux2_2, sky130_fd_sc_hd__buf_4'
ROUTED_WIRE_LENGTH_PER_INSTANCE_UM=60.38
YS_TOP_LOGIC_FAMILY='multiplexers'
SYNTH.MUX.AREA_FRACTION_PCT=25.33
SYNTH_FLOP_COUNT=4096
CRITICAL_PATH_CLASS='in -> out'
SYNTH-AREA-YOSYS_UM2=182200
DRT_PRE_ANTENNA_ITERS=9
POWER_AFTER_LAYOUT_mW=47.61
YS_ASYNC_SR_FRACTION_PCT=100.0
LARGEST_REGISTER_FF_COUNT=4096
HP-START='mem[17][0]'
MOST_FLOP_HEAVY_REGISTER='mem'
DRTANTENNAVIOLNETS=1
SYNTHADDERAREAFRAC_PCT=0
GRT_MAX_DEGREE=126
DRT_FIRST_ITER_VIOLATIONS=18000
PLACEMENT.CELL_AREA_UM2=202700
DESIGN_AREA_UM2=219200
GRT_SETUP_UNREPAIRED='no'
CRITICAL_PATH_REQUIRED_NS=6.24
WORSTREGTOREGCELLS=1
MIN_TO='mem[17][0]'
CLK_LATENCY_NS=1.08
ENDPOINT_CLASS_OF_THE_CRITICAL_PATH='output port'
FINAL_LAYOUT_SIZE_SUFFIX_GT1_SHARE_PCT=46.05
DRV.MAX_CAP_VIOLATION_COUNT=1
PLACE.PORT_BUFFERS=43
PERIOD_MINUS_SLACK_NS=8.031
CTS_MADE_BUFFERS=459
WORST-PATH-MAX-FANOUT=20
SYNTH_AREA_UM2=182200
WHS_PATH_DEPTH=1
VDD_IR_DROP_MAX_V=0.0002319
DRC=0
RR_STARTPOINT='mem[26][5]'
HOLD_VIOL=0
CTS_BUFFER_DEPTH=4
RATIO_OF_FINAL_MINIMUM_PERIOD_TO_CLOCK_PERIOD_PCT=103.0
YS_SH_AOI_PCT=8.422
NUMBER_OF_GLOBAL_ROUTE_VIAS_BEFORE_REPAIR=144800
## area by class of cell
cell class | instances | area (um^2)
clock buffer | 699 | 13580
sequential | 4096 | 102500
clock inverter | 141 | 1620
inverter | 5 | 22.52
fill | 39640 | 233900
multi-input combinational | 8344 | 75350
antenna | 374 | 935.9
timing repair buffer | 1839 | 17710
tap | 5976 | 7477
## report_power, final
group / total (mW) / switching (mW) / internal, mW
clock network: 22.5 / 9.90 / 12.6
logic: 2.96 / 2.18 / 0.783
registers: 22.1 / 0.305 / 21.8
## worst max-delay path, stage by stage
cell and delay, ns:
sky130_fd_sc_hd__buf_2 0.31, sky130_fd_sc_hd__buf_12 0.22, sky130_fd_sc_hd__buf_4 0.20, sky130_fd_sc_hd__nor4bb_4 0.11, sky130_fd_sc_hd__buf_12 0.18, sky130_fd_sc_hd__buf_4 0.29, sky130_fd_sc_hd__a222oi_1 0.88, sky130_fd_sc_hd__nor2_1 0.29
sky130_fd_sc_hd__or4_1 0.69, sky130_fd_sc_hd__nor4_4 0.61, sky130_fd_sc_hd__buf_4 0.26, sky130_fd_sc_hd__a31oi_1 0.11, sky130_fd_sc_hd__buf_4 0.21, sky130_fd_sc_hd__clkdlybuf4s50_1 0.42
## stage by stage
| step | utilization, % | std cells |
|---|---|---|
| 6_report | 48.38 | 21470 |
| 5_1_grt | 48.22 | 21190 |
| 4_1_cts | 48.14 | 21100 |
| 3_5_place_dp | 44.75 | 20250 |
| 3_3_place_gp | 44.74 | 20250 |
| 2_1_floorplan | - | 13840 |
## metal layers
metal  vias up  GRT usage (%)  part of all wire (%)
li1      54680              -                     -
met1     81980          65.95                    33
met2     13950          71.17                    39
met3      5069          42.82                    17
met4       165          54.06                    11
met5         -          4.957                  0.30
## worst max-delay path by stage
stage / startpoint / to / slack (ns)
CTS: addr[6] / read_data[10] / -0.03
global route: addr[4] / read_data[9] / 0.004
finish: addr[6] / read_data[5] / -0.23
## repair_timing
| action | CTS | global route |
|---|---|---|
| gates cloned | 1 | 1 |
| setup endpoints to repair | 11 | 9 |
| setup buffers | 4 | 4 |
| endpoints found under the hold margin | 0 | 0 |
| pin swaps | 4 | 4 |
| resized | 20 | 12 |
## logic make-up (layout without fill, tap and decap cells)
family                    Yosys count  in the layout
muxes                            4099           4099
DFF                              4096           4096
and+or+nand+nor                  2243           2243
AOI/OAI and AO/OA                2000           2000
buffers and inverters            1396           2684
xor gates and xnor gates            2              2
other                               0            374
## synthesized netlist by cell type (6+ instances only)
cell type                   instances  area share (%)
sky130_fd_sc_hd__a22oi_1          936             3.9
sky130_fd_sc_hd__a31oi_1           20           0.069
sky130_fd_sc_hd__or4_1             62            0.26
sky130_fd_sc_hd__o2111ai_1          9           0.043
sky130_fd_sc_hd__o22a_1            18           0.087
sky130_fd_sc_hd__o22ai_1          194            0.67
sky130_fd_sc_hd__dfrtp_1         4096              56
sky130_fd_sc_hd__a222oi_1          69            0.38
sky130_fd_sc_hd__and4_1            24            0.12
sky130_fd_sc_hd__buf_6             20            0.12
sky130_fd_sc_hd__nor2_1           211            0.43
sky130_fd_sc_hd__nand4bb_1         11           0.068
sky130_fd_sc_hd__a221oi_1          46            0.22
sky130_fd_sc_hd__a21oi_1          120            0.33
sky130_fd_sc_hd__a2111oi_0         82            0.39
sky130_fd_sc_hd__and4b_1            9           0.049
sky130_fd_sc_hd__nand2_1          228            0.47
sky130_fd_sc_hd__a22o_1           152            0.73
sky130_fd_sc_hd__or4b_2             7           0.038
sky130_fd_sc_hd__clkbuf_1         868             1.8
sky130_fd_sc_hd__buf_2            323            0.89
sky130_fd_sc_hd__nor4_1           121            0.42
sky130_fd_sc_hd__a221o_1            6           0.033
sky130_fd_sc_hd__and3_1           250            0.86
sky130_fd_sc_hd__buf_4             39            0.16
sky130_fd_sc_hd__a32oi_1          236             1.1
sky130_fd_sc_hd__o211ai_1          29            0.12
sky130_fd_sc_hd__nand4b_1          10           0.048
sky130_fd_sc_hd__nand2b_1           6           0.021
sky130_fd_sc_hd__mux2_2          4093              25
sky130_fd_sc_hd__buf_1            140            0.29
sky130_fd_sc_hd__nand3_1          864             2.4
sky130_fd_sc_hd__a32o_1            12           0.066
sky130_fd_sc_hd__nor3_1            81            0.22
sky130_fd_sc_hd__nor4bb_1           9           0.049
sky130_fd_sc_hd__nand3_2           17           0.093
sky130_fd_sc_hd__nand4_1          291             1.0
sky130_fd_sc_hd__o21ai_0           17           0.047
sky130_fd_sc_hd__o31ai_1           16           0.066
sky130_fd_sc_hd__o221ai_1          15           0.072
