==> flow/design.v <==
module uart_module #(
    parameter data_width = 8
)
(
	input        clk, 
	input        rst,
	input [12:0] clks_per_bit,
	input        rx_data_bit,
	output       rx_done,
	output       tx_data_bit,
	input  [data_width-1:0] data_tx,
	input        tx_en,
	output       tx_done,
	output [data_width-1:0] recieved_data
);
	uart_rx R0(
		.data_bit(rx_data_bit),
		.clk(clk),
		.rst(rst),
    	.CLKS_PER_BIT(clks_per_bit),
		.done(rx_done),
		.data_bus(recieved_data)
	);
	uart_tx T0(
		.data_bus(data_tx),
		.clk(clk),
		.rstn(rst), 
    	.CLKS_PER_BIT(clks_per_bit),
		.run(tx_en),  
		.done(tx_done),
		.data_bit(tx_data_bit)
	);			
endmodule
module uart_rx
#(
    parameter data_width   = 8,
              IDLE         = 3'b000,
              START_BIT    = 3'b001,
              DATA_BITS    = 3'b010,
              STOP_BIT     = 3'b011,
              DONE         = 3'b101,
              ERROR_ST     = 3'b110
)
(
    input                     data_bit,
    input                     clk,
    input                     rst,
    input [12:0]              CLKS_PER_BIT,
    output reg                done,
    output [data_width - 1:0] data_bus
);
    reg [2:0] PS;
    reg [2:0] NS;
    reg [2:0]  bit_counter;
    reg [12:0] clk_counter;
    reg [data_width - 1:0] data_bus_wire;
    assign data_bus = data_bus_wire;
    always @(posedge clk) begin
        if (!rst) begin
            PS <= IDLE;
        end
        else begin
            PS <= NS;
        end
    end
    always @(negedge clk) begin
        done <= 1'b0;
        clk_counter <= clk_counter;
        bit_counter <= bit_counter;
        data_bus_wire <= data_bus_wire;
        case (PS)
            IDLE: begin
                clk_counter <= 0;
                bit_counter <= 0;
                data_bus_wire <= 0;
            end
            START_BIT: begin
                if (clk_counter < CLKS_PER_BIT / 2) begin
                    clk_counter <= clk_counter + 1;
                end
                else begin
                    clk_counter <= 0;
                end
            end
            DATA_BITS: begin
                if (clk_counter < CLKS_PER_BIT - 1) begin
                    clk_counter <= clk_counter + 1;
                end
                else begin
                    clk_counter <= 0;
                    data_bus_wire[bit_counter] <= data_bit;
                    if (bit_counter < 7) begin
                        bit_counter <= bit_counter + 1;
                    end
                end
            end
            STOP_BIT: begin
                if (clk_counter < CLKS_PER_BIT - 1) begin
                    clk_counter <= clk_counter + 1;
                end
                else begin
                    clk_counter <= 0;
                end
            end
            DONE: begin
                done <= 1'b1;
            end
            ERROR_ST: begin
            end
            default: begin
                bit_counter <= 0;
                clk_counter <= 0;
                data_bus_wire <= 0;
            end
        endcase
    end
    always @(negedge clk) begin
        NS <= PS;
        case (PS)
            IDLE: begin
                NS <= (data_bit == 1'b0) ? START_BIT : IDLE;
            end
            START_BIT: begin
                if (clk_counter == CLKS_PER_BIT / 2) begin
                    NS <= (data_bit == 1'b0) ? DATA_BITS : ERROR_ST;
                end
            end
            DATA_BITS: begin
                if (clk_counter == CLKS_PER_BIT - 1) begin
                    NS <= (bit_counter < 7) ? DATA_BITS : STOP_BIT;
                end
            end
            STOP_BIT: begin
                if (clk_counter == CLKS_PER_BIT - 1) begin
                    NS <= DONE;
                end
            end
            DONE: begin
                NS <= IDLE;
            end
            ERROR_ST: begin
                NS <= ERROR_ST;
            end
            default: begin
                NS <= IDLE;
            end
        endcase
    end
endmodule
module uart_tx
#(
    parameter data_width   = 8,
              IDLE         = 3'b000,
              START_BIT    = 3'b001,
              DATA_BITS    = 3'b010,
              STOP_BIT     = 3'b011,
              DONE         = 3'b101
)
(
    input [data_width - 1:0] data_bus,
    input                    clk,
    input                    rstn,
    input [12:0]              CLKS_PER_BIT,
    input                    run,
    output                   done,
    output                   data_bit
);
    reg [2:0] PS;
    reg [2:0] NS;
    reg [12:0] clk_counter;
    reg [2:0]  bit_counter;
    reg        data_reg;
    assign done         = PS == DONE;
    always @(posedge clk) begin
        if (!rstn) begin
            PS <= IDLE;
        end
        else begin
            PS <= NS;
        end
    end
    always @(negedge clk) begin
        data_reg<=1'b1;
        clk_counter<=clk_counter;
        bit_counter<=bit_counter;
        case (PS)
            IDLE: begin
                data_reg <=1'b1;
                bit_counter <=0;
                clk_counter <=0;
                if (!run) begin
                end
            end
            START_BIT: begin
                data_reg <=1'b0;
                if (clk_counter < CLKS_PER_BIT - 1) begin
                    clk_counter <=clk_counter + 1'b1;
                end
                else begin
                    clk_counter <=0;
                end
            end
            DATA_BITS: begin
                data_reg <=data_bus[bit_counter];
                if (clk_counter < CLKS_PER_BIT - 1) begin
                    clk_counter <=clk_counter + 1'b1;
                end
                else begin
                    clk_counter <=0;
                    if (bit_counter < 7) begin
                        bit_counter <=bit_counter + 1'b1;
                    end
                end
            end
            STOP_BIT: begin
                data_reg <=1'b1;
                if (clk_counter < CLKS_PER_BIT - 1) begin
                    clk_counter <=clk_counter + 1'b1;
                end
                else begin
                    clk_counter <=0;
                end
            end
            DONE: begin
            end
            default: begin
                data_reg <=1'b1;
                clk_counter <=0;
                bit_counter <=0;
            end
        endcase
    end
    always @(negedge clk) begin
        NS <=PS;
        case (PS)
            IDLE: begin
                NS <=(!run) ? START_BIT : IDLE;
            end
            START_BIT: begin
                NS <=(clk_counter == CLKS_PER_BIT - 1) ? DATA_BITS : START_BIT;
            end
            DATA_BITS: begin
                if (clk_counter == CLKS_PER_BIT - 1) begin
                    if (bit_counter < 7) begin
                        NS <=DATA_BITS;
                    end else begin
                        NS <=STOP_BIT;
                    end
                end
            end
            STOP_BIT: begin
                NS<=(clk_counter == CLKS_PER_BIT - 1) ? DONE : STOP_BIT;
            end
            DONE: begin
                NS<=IDLE;
            end
            default: begin
                NS<=IDLE;
            end
        endcase
    end
    assign data_bit = data_reg;
endmodule
==> flow/run.sh <==
#!/bin/bash
# OpenROAD 26Q1-2900-gdf79404cd8, Yosys 0.63+post, stock flow scripts
make -C /OpenROAD-flow-scripts/flow DESIGN_CONFIG=/design/flow/config.mk WORK_HOME=/design/flow/orfs finish
==> flow/config.mk <==
export PLATFORM = sky130hd
export DESIGN_NAME = uart_module
export DESIGN_NICKNAME = uart_module
export VERILOG_FILES = /design/flow/design.v
export SDC_FILE = /design/flow/constraint.sdc
export NUM_CORES = 4
export LEC_CHECK = 1
export CORE_UTILIZATION = 40
==> flow/constraint.sdc <==
current_design uart_module

set clk_period 6.0
set clk_io_pct 0.2

create_clock -name clk0 -period $clk_period [get_ports {clk}]

set non_clock_inputs [all_inputs -no_clocks]
set_input_delay [expr $clk_period * $clk_io_pct] -clock clk0 $non_clock_inputs
set_output_delay [expr $clk_period * $clk_io_pct] -clock clk0 [all_outputs]
==> impl_metrics.json <==
{
  "num_vias": 3328,
  "utilization": 0.579,
  "die_h_um": 101,
  "grt_pass1_vias": 3267,
  "rsz0062_at_grt": "true",
  "place_inst": 593,
  "async_flop_share": 0,
  "ys.flops": 54,
  "h-tree-depth": 2,
  "cp-start-kind": "input pin",
  "cp_slowest_cell": "or4_4",
  "synth.distinct_cells": 53,
  "critPathBufInv": 2,
  "flop_cell": "edfxtp_1",
  "row_count": 35,
  "tns_ns": -22.60,
  "power_density_mw_per_mm2": 173,
  "drt_wl_total_um": 8950,
  "clock_skew_ns": 0.0754,
  "io_pins": 36,
  "max_slew.worst_pin.slew_ns": 0.620,
  "ys_area_mm2": 0.00392,
  "power_frac_clock": 0.358,
  "top_cells_by_count": "ha_1 (44), edfxtp_1 (40), nor2_1 (27)",
  "top_cells_by_area": "edfxtp_1 (31%), ha_1 (14%), dfxtp_1 (7.1%), xnor2_1 (4.2%), xor2_1 (3.8%)",
  "core_area_mm2": 0.00937,
  "crit_top_cell": "buf_6",
  "syn_area_per_cell_um2": 9.96,
  "dr.pass1.iters": 4,
  "place_hpwl_um": 6450,
  "clock_path_buffers": 2,
  "yosysTopAreaCellShare": 0.306,
  "dp_slack_ns": -1.38,
  "final_layout_size_suffix_gt1_frac": 0.259,
  "antenna_found_initial": 0,
  "ys_seq_frac": 0.378,
  "violations": "setup timing",
  "switching_share": 0.327,
  "setup_slack_ns": -0.604,
  "cp_max_fo": 8,
  "slew_viol_final": 0,
  "grt_use_total": 0.189,
  "numCtsBuffers": 5,
  "vdd_drop_max_uv": 96.9,
  "max-slew-margin-rel": 0.586,
  "slowest_delay_ns": 0.58,
  "leakagePower_uw": 0.00239,
  "num_antenna_cells": 0,
  "dieArea_mm2": 0.0102,
  "min_path_type": "reg -> reg",
  "gp_congestion": 0.863,
  "drtAntennaViolNets": 0,
  "synthToLayoutAreaGrowth_pct": 38.2,
  "numClockSinks": 54,
  "cp.arrival_ns": 3.68,
  "power_switching_uw": 306,
  "synth_dominant_cell_count": "ha_1",
  "warning_count": 79,
  "detail_route.wl_per_cell_um": 13.7,
  "drt_iter0_drc": 82,
  "ys_cells": 394,
  "setup_viol": 46,
  "overflow": 0,
  "numPortBuffers": 35,
  "crit_chain": "buf_6, or4_4, nor4_4, nand2_1, xnor2_2, ha_1, nand4_1, nor2_2, o311ai_2, and3_4, o41ai_4, buf_6",
  "viasPerCell": 5.08,
  "edf_count": 40,
  "p_seq_frac": 0.464,
  "fin_hold_ws_ns": 0.601,
  "hold_viol": 0,
  "die_x_um": 101,
  "power.internal_uw": 630,
  "finalNonFillerCells": 655,
  "cap_violations": 0,
  "synthCells": 394,
  "critPathCaptureType": "register",
  "path_delay_family": "simple AND/OR/NAND/NOR gates",
  "path_class": "in -> reg",
  "cts-root-buf": "clkbuf_8",
  "yosysWarnings": 2,
  "outcome": "finished with violations",
  "grt_max_degree": 18,
  "clk_latency_ns": 0.39,
  "holdBufCountCts": 0,
  "reg_top3": "R0.clk_counter x13, T0.clk_counter x13, R0.data_bus_wire x8",
  "drc": 0,
  "cts_tree": "done",
  "syn-cell-area_mm2": 0.00392,
  "clk_pin_slew_ns": 0.04,
  "core_util_floorplan": 0.419,
  "critPathRequiredTime_ns": 3.08,
  "yosysTopAreaCell": "edfxtp_1",
  "pwr-share-comb": 0.177,
  "grt_pass1_wl_um": 14800
}
what timing repair did:
item                                    4_1_cts  5_1_grt
pin swaps                                    24        9
buffers inserted                              7        3
gates resized                                69       30
endpoints found under the setup margin       46       46
cloned                                        1        1
final cells by class:
class,count,area [um2]
multi-input cells,304,2630
clock buffers,6,72.6
clock inverters,50,198
fillers,796,3950
flip-flops and latches,54,1480
repair buffers,89,792
inverters,23,91.3
well taps,129,161
worst paths after layout:
kind | start | endpoint | slack, ns | depth (start not counted)
max reg2reg | R0.PS[0]$_SDFF_PN0_ | R0.clk_counter[0]$_DFFE_NN_ | 0.98 | 7
min reg2reg | R0.data_bus_wire[4]$_SDFFCE_NN0P_ | R0.data_bus_wire[4]$_SDFFCE_NN0P_ | 0.60 | 2
min | R0.data_bus_wire[4]$_SDFFCE_NN0P_ | R0.data_bus_wire[4]$_SDFFCE_NN0P_ | 0.60 | 2
max | clks_per_bit[4] | R0.data_bus_wire[7]$_SDFFCE_NN0P_ | -0.60 | 12
logic make-up (layout without fill, tap and decap cells):
kind of cell / after synthesis / after routing / share of synthesized area
buffers and inverters: 36 / 168 / 0.0367
flip-flops: 54 / 54 / 0.378
adder cells (fa/ha/maj): 44 / 44 / 0.140
AND-OR/OR-AND: 70 / 70 / 0.118
multiplexers: 5 / 5 / 0.0191
XOR/XNOR: 38 / 38 / 0.0918
AND/OR/NAND/NOR: 147 / 147 / 0.217
stage by stage:
step,total power (uW),instance area (um2)
after global routing,1010,5420
final,936,5420
after detailed placement,645,4830
after floorplan,571,4020
after global placement,642,4830
after CTS,950,5290
tightest hold or removal path, cell delays in order (launching register included):
cell      delay (ns)
edfxtp_1        0.33
mux2i_1         0.07
nor2_1          0.08
power groups by stage:
| stage | registers (uW) | clock network (uW) | logic, uW |
|---|---|---|---|
| after CTS | 435 | 353 | 163 |
| after global routing | 436 | 392 | 186 |
| final | 435 | 336 | 166 |
placed cells by master (no fill, tap or decap), types with 3 or more instances in the layout:
master,instances
a21oi_2,14
o21a_1,4
o21ai_0,6
a22oi_1,3
nor2b_1,8
nand2_1,22
or3_1,4
clkbuf_8,5
nor3_4,6
edfxtp_1,40
and2_1,7
buf_4,48
nand4_1,8
xnor2_1,13
ha_1,42
nor3_1,5
nor4_4,4
a21oi_1,12
xor2_1,17
and3_1,9
or4_1,3
buf_6,8
mux2i_1,3
clkdlybuf4s50_1,25
and4_1,3
xnor2_2,6
nand3_1,17
dfxtp_1,14
nor3_2,10
o211ai_1,4
a21o_1,3
nor2_1,25
inv_1,69
per-layer routing:
| layer | track usage | part of all wire | up-vias |
|---|---|---|---|
| li1 | - | - | 1717 |
| met3 | 0.0437 | 0.043 | 9 |
| met5 | 0 | 0 | - |
| met2 | 0.280 | 0.45 | 59 |
| met1 | 0.292 | 0.50 | 1543 |
| met4 | 0.0401 | 0.0086 | 0 |
Power figures rest on the tool's default switching activity, not on a simulated workload.
