**./config.mk**
```make
export PLATFORM = sky130hd
export DESIGN_NAME = project_final
export DESIGN_NICKNAME = project_final
export VERILOG_FILES = /design/flow/design.v
export SDC_FILE = /design/flow/constraint.sdc
export NUM_CORES = 4
export LEC_CHECK = 1
export CORE_UTILIZATION = 40
```
**./constraint.sdc**
```tcl
current_design project_final

set clk_period 8.3
set clk_io_pct 0.2

create_clock -name clk0 -period $clk_period [get_ports {clk}]

set non_clock_inputs [all_inputs -no_clocks]
set_input_delay [expr $clk_period * $clk_io_pct] -clock clk0 $non_clock_inputs
set_output_delay [expr $clk_period * $clk_io_pct] -clock clk0 [all_outputs]
```
**./design.v**
```verilog
module bitty (
    input  logic clk,
    input  logic reset,
    input  logic run,
    input  logic [15:0] d_instr,
    output logic [15:0] d_out,
    output logic done
);
    typedef enum logic [1:0] {
        IDLE,
        FETCH,
        EXECUTE,
        WRITEBACK
    } state_t;
    state_t state, next_state;
    logic [15:0] instr;
    logic [15:0] regfile [0:7];
    logic [15:0] pc;
    logic [15:0] result;
    assign d_out = result;
    always_ff @(posedge clk or posedge reset) begin
        if (reset) begin
            state <= IDLE;
            pc <= 0;
        end else begin
            state <= next_state;
        end
    end
    always_comb begin
        next_state = state;
        done = 0;
        case (state)
            IDLE: begin
                if (run)
                    next_state = FETCH;
            end
            FETCH: begin
                next_state = EXECUTE;
            end
            EXECUTE: begin
                next_state = WRITEBACK;
            end
            WRITEBACK: begin
                done = 1;
                next_state = FETCH;
            end
        endcase
    end
    logic [2:0] opcode, rx, ry;
    assign opcode = instr[2:0];
    assign rx = instr[15:13];
    assign ry = instr[12:10];
    logic [15:0] alu_result;
    always_comb begin
        case (opcode)
            3'b000: alu_result = regfile[rx] + 1;
            3'b001: alu_result = regfile[rx] - 1;
            3'b010: alu_result = regfile[rx] ^ 16'hFFFF;
            3'b011: alu_result = regfile[rx] & 16'h0FFF;
            3'b100: alu_result = regfile[rx] << 1;
            3'b101: alu_result = regfile[rx] >> 1;
            3'b110: alu_result = regfile[rx] | 16'h00FF;
            3'b111: alu_result = 16'h0000;
            default: alu_result = 16'h0000;
        endcase
    end
    always_ff @(posedge clk) begin
        if (reset) begin
            for (int i = 0; i < 8; i++) regfile[i] <= 0;
            result <= 0;
        end else if (state == FETCH) begin
            instr <= d_instr;
        end else if (state == WRITEBACK) begin
            regfile[rx] <= alu_result;
            result <= alu_result;
            pc <= pc + 1;
        end
    end
endmodule
module project_final (
    input  logic clk,
    input  logic reset,
    input  logic [7:0] rx_data,
    input  logic rx_done,
    input  logic tx_done,
    output logic [7:0] tx_data,
    output logic tx_en
);
    logic [15:0] instr;
    logic [15:0] result;
    logic done, run;
    logic [3:0] state;
    typedef enum logic [3:0] {
        IDLE,
        LOAD_L,
        LOAD_H,
        RUN_CORE,
        WAIT_DONE,
        SEND_L,
        SEND_H
    } state_t;
    state_t current_state, next_state;
    logic [15:0] instr_reg;
    logic [7:0] low_byte, high_byte;
    bitty core (
        .clk(clk),
        .reset(reset),
        .run(run),
        .d_instr(instr_reg),
        .d_out(result),
        .done(done)
    );
    assign instr = instr_reg;
    always_ff @(posedge clk or posedge reset) begin
        if (reset)
            current_state <= IDLE;
        else
            current_state <= next_state;
    end
    always_comb begin
        next_state = current_state;
        run = 0;
        tx_en = 0;
        case (current_state)
            IDLE: if (rx_done) next_state = LOAD_L;
            LOAD_L: next_state = LOAD_H;
            LOAD_H: next_state = RUN_CORE;
            RUN_CORE: begin
                run = 1;
                next_state = WAIT_DONE;
            end
            WAIT_DONE: if (done) next_state = SEND_L;
            SEND_L: if (tx_done) next_state = SEND_H;
            SEND_H: if (tx_done) next_state = IDLE;
        endcase
    end
    always_ff @(posedge clk or posedge reset) begin
        if (reset) begin
            instr_reg <= 16'h0000;
            {low_byte, high_byte} <= 16'h0000;
        end else begin
            case (current_state)
                LOAD_L: instr_reg[7:0] <= rx_data;
                LOAD_H: instr_reg[15:8] <= rx_data;
                SEND_L: begin
                    tx_data <= result[7:0];
                    tx_en <= 1;
                end
                SEND_H: begin
                    tx_data <= result[15:8];
                    tx_en <= 1;
                end
            endcase
        end
    end
endmodule
```
**./run.sh**
```bash
#!/bin/bash
# OpenROAD 26Q1-2900-gdf79404cd8, Yosys 0.63+post, stock flow scripts
make -C /OpenROAD-flow-scripts/flow DESIGN_CONFIG=/design/flow/config.mk WORK_HOME=/design/flow/orfs finish
```
==> reports/notes.md <==
* a21o_1 — most prevalent standard cell on the critical path
* 54 — num rows
* built — TritonCTS clock tree
* 4 — CTS H-tree depth
* 430 ps — Worst-Skew Late Latency
* flop to flop — class of the tightest hold or removal check
* 52 — maximum number of pins on one net before global-route repair
* 0.207 — global-route usage over all layers
* 354 ps — smallest hold slack
* flop to flop — Critical Setup Path Class
* 0.408 — part of the power in the clock network
* 0.00144 W — internal power
* 0 — total setup buffers inserted after CTS
* edfxtp_1 — Post-synth top flop
* 0.403 — headroom to the max-slew limit
* clkbuf_16 — root buffer cell
* 5,955 — vias post-DR
* 0.198 — share of post-route cells with drive strength above 1
* no — unrepaired setup endpoints after global routing
* 0.537 — proportion of power drawn by flip-flops and latches
* 12.1% — layout-stage area growth over the synthesis result
* 151 um — Die Height
* 21,800 um^2 — Core Box Area
* 0 ps — Final TNS setup
* 2 — worst-case clock buffer depth
* 0.409 — Pre-Place Util
* 0.055 — Logic pwr share
* 0 — Final setup viols
* 27 — warning total across the stage logs
* edfxtp_1 (48%), mux4_2 (8.1%), nor2_1 (6.6%), dfxtp_1 (4.3%), dfrtp_1 (4.2%) — biggest area contributors in the synthesized netlist
* 142 — count of library flops with an enable pin
* mux4_2 — critical path's slowest cell
* 0.584 — Tcrit/Tclk final
* 3500 ps — minimum setup slack after placement
* 21 — number of top-level design ports
* 3460 ps — Reg2Reg Setup Slack
* 74 — distinct cell type count after synthesis
* 206 MHz — Achievable Freq
* 0 — max-cap violation count
* 12.0 um^2 — Avg Inst Size Synth
* 5 — iteration tally of the first detailed-router pass
* 0 — antenna cell count
* core.regfile x128, core.result x16, tx_data x8 — biggest regs
* 3560 um^2 — area taken by multi-input logic gates
* 0.913 — routability cong.
* 0 — antenna violations before repair
* 70 ps — clock slew at reported path FFs
* 22,900 um^2 — Chip Footprint
* 0 — number of slew-limit violations in the final report
* 0.000444 W — net switching power
* 14 — number of cells on the worst reg-to-reg path
* 0 — final antenna-violating net count
* 151 um — width of the die
* core.regfile — register ranked first by flip-flop count
* 17 — number of buffer cells added on primary ports
* 742 — Post-Syn Instances
* 128 — max FFs per register
* 0.568 — share of the yosys chip area belonging to registers
* 3.52 nW — static leakage
* core.regfile[4][15] — Reg-to-Reg End
* edfxtp_1 — Synth area leader
* 0 — overall overflow remaining after global route
* 0.00189 W — power consumption
* 15.3 ps — final worst clock skew
* 178 — clock sink total
* 0 — post-cts gate resize count
* 5,750 — via count of the first global-routing pass
* 742 — total cells reported by yosys after synthesis
* nor2_1 — most instantiated library cell after synthesis
* 0.0955 — Synth async-reset ratio
* 5070 um^2 — FF+latch area
* 178 — Synth flops
* 19.7 um — average wire per standard cell
* 8920 um^2 — chip area in the Yosys report
* 32.5 mm — global-route wire length before repair
* 17 — clock buffer count from CTS
* 4990 ps — critical path data arrival time
* 590 ps — Worst path max stage delay
* 8450 ps — CP required
* 8920 um^2 — cell area after synthesis
* 13.1 mm — post-detail-place hpwl
* 1,885 — filler cell count in the final layout
* 188 nW/um^2 — total power divided by cell area
* flop — crit path launch type
* core.state[3] — hold endpoint
* buf_4 > mux4_2 > mux2i_2 > inv_2 > ha_1 > a21o_1 > a21o_1 > a41oi_1 > o211ai_1 > a211o_1 > nand2b_1 > and4_1 > a211oi_2 > nor2_1 — sequence of cells on the critical path
* 4840 ps — time the worst path needs with I/O delays and setup
* flop — kind of capture point of the worst setup path
* 27 — top fanout value on the critical path
* 2 — total of warnings raised by yosys
* 446 — detailed router's first-iteration violation count
* 0 — post-cts hold-fix buffer tally
* 0.478 — Dominant cell area share
* 0 — worst hold path stage count
* 0.459 — Core Util, Final
* 3460 ps — post-route setup slack
* 0.152 mV — worst ir drop on vdd
* 893 ps — Worst Max-Slew Pin Slew
* core.state[1] — Hold Startpoint
* nor2_1 (156), edfxtp_1 (142), nand2_1 (51) — most instantiated cells after synthesis
* 5.66 — via count normalized by instance count
* 20.7 mm — wirelength, routed
* 0 — DRC violation count after routing
* complete, no violations — run status
* 0.235 — switching part of the total power
* 0 — number of hold violations in the final report
worst max-delay path: cells and delay by family (launching register included):
| kind | cells | cell delay [ps] |
|---|---|---|
| and+or+nand+nor | 3 | 490 |
| adders and majority gates | 1 | 390 |
| AOI/OAI and AO/OA | 6 | 1700 |
| buffers and inverters | 2 | 590 |
| DFF | 1 | 320 |
| muxes | 2 | 1040 |
metrics by stage:
| step | area (um^2) | cells |
|---|---|---|
| after detailed placement | 9440 | 1020 |
| after global placement | 9440 | 1020 |
| after CTS | 10000 | 1052 |
| after global routing | 10000 | 1052 |
| after floorplan | 8920 | 742 |
| final | 10000 | 1052 |
power groups by stage:
| stage | Combinational (W) | Sequential (W) | Clock (W) |
|---|---|---|---|
| finish | 0.000104 | 0.00101 | 0.000770 |
| global route | 0.000114 | 0.00102 | 0.000817 |
| CTS | 0.000104 | 0.00101 | 0.000783 |
how the worst max path moves through the flow:
stage,startpoint,to,slack [ps]
final,flop,core.regfile[4][15],3460
after global routing,flop,core.regfile[5][15],3190
after CTS,flop,core.regfile[3][15],3460
area by class of cell:
type,count,share of cell area
timing repair buffer,47,0.0395
clock buffer,17,0.0425
clock inverter,15,0.0141
tap,280,0.0350
inverter,16,0.00600
sequential,178,0.507
multi-input combinational,499,0.356
cells in the final DEF, fill, tap and decap left out, types with 3 or more instances in the layout:
master,count
clkbuf_16,17
ha_1,8
buf_4,30
a221oi_1,3
mux2i_4,4
nand2_1,51
xnor2_1,15
o211ai_1,8
dfrtp_1,15
nor2_1,156
nor3_1,5
mux2_2,20
a21oi_1,20
nand2b_1,7
a31oi_1,7
nor2b_1,6
o22ai_1,5
nand3_1,9
inv_2,4
inv_6,4
clkdlybuf4s50_1,17
and2_1,4
mux2i_1,16
edfxtp_1,142
nand4_1,4
a211oi_1,6
o21ai_0,40
nor2_2,8
o21ai_1,3
or3_1,3
mux4_2,32
a21o_1,5
xor2_1,6
and3_1,4
inv_8,5
inv_1,12
dfxtp_1,18
metal layers:
layer / share of wire / track usage / up-vias
met5: 0 / 0 / -
met4: 0.027 / 0.0460 / 0
met3: 0.11 / 0.101 / 27
met1: 0.40 / 0.295 / 2888
li1: - / - / 2759
met2: 0.47 / 0.303 / 281
kinds of logic (layout without fill, tap and decap cells):
family,count (synthesis),count (layout),synth area share
simple gates,272,272,0.135
flops,178,178,0.568
compound gates,123,123,0.0952
mux,73,73,0.136
buf+inv,65,95,0.0325
xor+xnor,21,21,0.0206
fa+ha+maj,9,9,0.0123
other cells,1,1,0.000420
Power figures rest on the tool's default switching activity, not on a simulated workload.
